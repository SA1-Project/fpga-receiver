File: /design/flow/run.sh
#!/bin/bash
# OpenROAD 26Q1-2900-gdf79404cd8, Yosys 0.63+post, stock flow scripts
make -C /OpenROAD-flow-scripts/flow DESIGN_CONFIG=/design/flow/config.mk WORK_HOME=/design/flow/orfs finish
File: /design/flow/constraint.sdc
current_design telemetry_rx

set clk_period 6.5
set clk_io_pct 0.2

create_clock -name clk0 -period $clk_period [get_ports {clk}]

set non_clock_inputs [all_inputs -no_clocks]
set_input_delay [expr $clk_period * $clk_io_pct] -clock clk0 $non_clock_inputs
set_output_delay [expr $clk_period * $clk_io_pct] -clock clk0 [all_outputs]
File: /design/flow/config.mk
export PLATFORM = sky130hd
export DESIGN_NAME = telemetry_rx
export DESIGN_NICKNAME = telemetry_rx
export VERILOG_FILES = /design/flow/design.v
export SDC_FILE = /design/flow/constraint.sdc
export NUM_CORES = 4
export LEC_CHECK = 1
export CORE_UTILIZATION = 50
File: /design/flow/design.v
module telemetry_rx (
    input  wire        clk,
    input  wire        rst,
    input  wire [7:0]  rx_byte,
    input  wire        rx_valid,
    output reg         packet_valid,
    output reg [15:0]  packet_id,
    output reg [31:0]  line_number,
    output reg [15:0]  payload_size,
    output reg [7:0]   payload_byte,
    output reg         payload_valid
);
    localparam SYNC_WORD = 16'hABCD;
    localparam S_SYNC1   = 0,
               S_SYNC2   = 1,
               S_HEADER  = 2,
               S_PAYLOAD = 3,
               S_DONE    = 4;
    reg [2:0] state;
    reg [15:0] sync_shift;
    reg [3:0]  header_count;
    reg [31:0] crc_received;
    reg [31:0] crc_calc;
    reg [15:0] payload_count;
    function [31:0] crc32;
        input [31:0] crc;
        input [7:0]  data;
        integer i;
        begin
            crc32 = crc ^ (data << 24);
            for (i = 0; i < 8; i = i + 1) begin
                if (crc32[31])
                    crc32 = (crc32 << 1) ^ 32'h04C11DB7;
                else
                    crc32 = crc32 << 1;
            end
        end
    endfunction
    always @(posedge clk) begin
        if (rst) begin
            state <= S_SYNC1;
            packet_valid <= 0;
            payload_valid <= 0;
        end
        else if (rx_valid) begin
            packet_valid <= 0;
            payload_valid <= 0;
            case (state)
            S_SYNC1: begin
                sync_shift[15:8] <= rx_byte;
                state <= S_SYNC2;
            end
            S_SYNC2: begin
                sync_shift[7:0] <= rx_byte;
                if (sync_shift == SYNC_WORD) begin
                    header_count <= 0;
                    crc_calc <= 32'hFFFFFFFF;
                    state <= S_HEADER;
                end
                else begin
                    state <= S_SYNC1;
                end
            end
            S_HEADER: begin
                case (header_count)
                    0: packet_id[15:8] <= rx_byte;
                    1: packet_id[7:0]  <= rx_byte;
                    2: line_number[31:24] <= rx_byte;
                    3: line_number[23:16] <= rx_byte;
                    4: line_number[15:8]  <= rx_byte;
                    5: line_number[7:0]   <= rx_byte;
                    6: payload_size[15:8] <= rx_byte;
                    7: payload_size[7:0]  <= rx_byte;
                    8: crc_received[31:24] <= rx_byte;
                    9: crc_received[23:16] <= rx_byte;
                    10: crc_received[15:8] <= rx_byte;
                    11: crc_received[7:0]  <= rx_byte;
                endcase
                header_count <= header_count + 1;
                if (header_count == 11) begin
                    payload_count <= 0;
                    state <= S_PAYLOAD;
                end
            end
            S_PAYLOAD: begin
                payload_byte <= rx_byte;
                payload_valid <= 1;
                crc_calc <= crc32(crc_calc, rx_byte);
                payload_count <= payload_count + 1;
                if (payload_count == payload_size - 1) begin
                    state <= S_DONE;
                end
            end
            S_DONE: begin
                if (~crc_calc == crc_received)
                    packet_valid <= 1;
                state <= S_SYNC1;
            end
            endcase
        end
    end
endmodule
==> Slide: Implementation Results <==
Key Metrics from the Run

Status
  – Status: completed

Final timing
  – Clock Skews: 0.00674 ns
  – Fin. Hold Viols: 0
  – RSZ-0062 raised after global routing: no
  – Rel. slew slack: 43.0%
  – TNS Setup: 0 ns
  – Worst slew pin tran: 0.849 ns
  – Fin crit share: 61.0%
  – Final setup viols: 0
  – Fin. max-slew vios: 0
  – Max Freq: approximately 250 MHz
  – Tmin final: 3.97 ns
  – Setup slack after layout: between 2 and 3 ns

CTS
  – Clock-pin slew on the worst setup and hold paths: 0.07 ns
  – Num CTS Buffers: 17
  – Hold buffer count at cts: 0
  – Post-CTS setup buffer count: 0
  – Clk buf depth: 2
  – CTS tree: yes
  – Root Driver: clkbuf_16
  – CTS sink count: between 150 and 200
  – CTS H-Tree Depth: 4
  – Clk ins delay skew pair: 0.42 ns
  – PostCTS Resize Cnt: 0

Layout
  – P&R area growth vs syn: 22.0%
  – Share of layout cells above drive strength 1: 7.95%
  – Number of fill cells: approximately 1100
  – Final instance area: 9470 µm²
  – Most frequent logic cell in the layout: edfxtp_1
  – Most numerous logic cells after layout: edfxtp_1 (172), xnor2_1 (86), clkdlybuf4s50_1 (84)

Pwr
  – Pwr dens: 253 nW/µm²
  – Worst VDD drop: 0.000183 V
  – Sequential share of power: between 50% and 60%
  – Combinational Power Share: 5.0%
  – Sw Ratio: 22.3%
  – Clock power share: 42.3%
  – Int Pwr: 1.86 mW
  – Psw: 0.533 mW
  – Pwr Total: between 2 and 2.5 mW
  – Lkg Pwr: 3.02 nW

Die
  – Die area: 16000 µm²
  – Std-Cell Rows: about 45
  – Core area: 15200 µm²
  – Die X: 127 µm
  – Die H: 127 µm
  – FP Util: 51.1%
  – IO Count: 85

Place
  – Post-place setup slack: between 2 and 2.5 ns
  – Area after DPL: 8880 µm²
  – RePlAce Congestion: 0.902
  – HPWL after detailed placement: approximately 11000 µm
  – PortBufs: 84

Synth
  – Dominant register cell: edfxtp_1
  – Yosys reg bits: 179
  – Post-synth EDFFs: 172
  – Post-synthesis cell type count: 43
  – Chip Area, Yosys: approximately 7800 µm²
  – Yosys warns: 1
  – Synthesized area: a little under 8000 µm²
  – Cell area leaders: edfxtp_1 (67%), xnor2_1 (9.7%), xor2_1 (5.8%)
  – Yosys stat cell total: 539
  – Share of flip-flops with an asynchronous set or reset: 0%
  – Avg Cell Area, Syn: roughly 14 µm²
  – Synth Seq Share: a little under 70%
  – Synth top area share: between 60 and 70%
  – Cell count after synthesis: 539
  – Post-synth top area cell: edfxtp_1

Route
  – Final ANT Viol Nets: 0
  – Pre-antenna DRT Iters: 6
  – DR vias: 4486
  – DRT iter0 DRCs: about 270
  – DR WL/cell: 19.4 µm
  – DR vias/cell: 5.33
  – Final WL: 16300 µm
  – Ant. Diodes: 0
  – Drt drc: 0

Setup path
  – CP Data Arrival Time: 4.12 ns
  – Worst path bufs/invs: 1
  – Worst R2R Start: payload_size[2]
  – Required time of the worst setup path: 6.66 ns
  – Critical-path top delay cell: clkdlybuf4s50_1
  – CP Launch Point: rx_byte[6]
  – Slowest cell delay on critical path: slightly below 0.9 ns
  – FF-to-FF path depth: 6
  – Worst path depth: 7
  – CP max FO: 16
  – Crit path cell chain: clkdlybuf4s50_1 -> xnor2_1 -> xnor2_1 -> xnor2_1 -> xnor2_1 -> xnor2_1 -> nand2_1
  – Worst Setup End Kind: register
  – Top Family by Delay on Critical Path: XOR/XNOR gates
  – Startpoint types: input pin
  – Most frequent CP cell: xnor2_1
  – Setup CP Type: input pin to register

Global route
  – First-pass GRT wire length: 25600 µm
  – Pin count of the biggest net entering global routing: 37
  – Vias in the first global route: between 4000 and 5000
  – Antenna violations before repair: 0
  – GRT overflow: 0
  – GRT Total Usage: 23.7%

Run
  – Log Warnings: 29
  – Max Cap Viol: 0

Hold path
  – Worst Min Path Start: payload_valid
  – Hold path cells: 2
  – Hold Path Class: register to register
[path summary, 6_finish.rpt]
check | to | slack, ns
max | crc_calc[8] | 2.53
min | payload_valid | 0.48
max reg2reg | state[4] | 3.82
min reg2reg | payload_valid | 0.48
[cells in the mapped netlist, drive strengths merged, types with 5 or more instances]
cell type / n
nand3: 8
xnor2: 87
o21ai: 5
edfxtp: 172
nand2: 45
clkbuf: 11
and2: 15
ha: 6
xor2: 52
nor2: 27
inv: 10
nand4: 9
a21oi: 8
nand2b: 8
dfxtp: 7
nor3: 12
nor4: 11
[layout make-up]
type | count | area, µm² | share of cell area [%]
Clock buffer | 18 | 429 | 4.53
Clock inverter | 14 | 163 | 1.72
Inverter | 10 | 37.5 | 0.396
Multi-Input combinational cell | 337 | 2370 | 25.0
Sequential cell | 179 | 5310 | 56.0
Tap cell | 188 | 235 | 2.48
Timing Repair Buffer | 96 | 931 | 9.83
[worst reg2reg max path, cell delays in order, from the launching register on]
cell and delay, ns:
edfxtp_1 0.54, or4_1 0.69, nor3_1 0.50, mux2i_1 0.25
a21oi_1 0.10, nand4b_1 0.27, o21a_1 0.23
[cells by family (layout without fill, tap and decap cells)]
kind of cell             Yosys count  in the layout  synth area share [%]
XOR/XNOR                         139            139                  15.9
adder cells (fa/ha/maj)            6              6                 0.967
AND-OR/OR-AND                     28             28                  2.37
buffers and inverters             23            138                  1.22
AND/OR/NAND/NOR                  161            161                  10.8
flip-flops                       179            179                  68.3
multiplexers                       3              3                 0.387
[metal layers]
metal | up-vias | track usage, % | routed length (µm)
met2 | 172 | 35.8 | 7920
met1 | 2160 | 38.7 | 6890
li1 | 2140 | - | -
met4 | 0 | 2.76 | 200
met3 | 14 | 8.21 | 1330
met5 | - | 0 | 0
[per-stage QoR]
stage | hold WS (ns) | util [%] | instances
after CTS | 0.478 | 62.3 | 842
after global placement | 0.460 | 58.4 | 810
after floorplan | 0.426 | - | 539
after global routing | 0.488 | 62.3 | 842
final | 0.476 | 62.3 | 842
after detailed placement | 0.466 | 58.4 | 810
[registers in the layout, indices dropped and copies added, names as in the netlist, 4 cells and up]
name and count:
payload_count 16, header_count 4, crc_calc 32, payload_size 16, line_number 32, state 5, payload_byte 8, sync_shift 16
packet_id 16, crc_received 32
[power groups by stage]
stage | sequential, mW | combinational, mW | clock [mW]
6_report | 1.26 | 0.119 | 1.01
4_1_cts | 1.26 | 0.121 | 1.03
5_1_grt | 1.26 | 0.130 | 1.09
Power and IR drop assume default switching activity.
